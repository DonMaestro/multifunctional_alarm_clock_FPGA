--- ./config.mk ---
export PLATFORM = sky130hd
export DESIGN_NAME = control
export DESIGN_NICKNAME = control
export VERILOG_FILES = /design/flow/design.v
export SDC_FILE = /design/flow/constraint.sdc
export NUM_CORES = 4
export LEC_CHECK = 1
export CORE_UTILIZATION = 30
--- ./constraint.sdc ---
current_design control

set clk_period 2.9
set clk_io_pct 0.2

create_clock -name clk0 -period $clk_period [get_ports {i_clk}]

set non_clock_inputs [all_inputs -no_clocks]
set_input_delay [expr $clk_period * $clk_io_pct] -clock clk0 $non_clock_inputs
set_output_delay [expr $clk_period * $clk_io_pct] -clock clk0 [all_outputs]
--- ./design.v ---
module address #(parameter WIDTH=4, RST_ADDR_END=5)(input i_clk, i_rst_n, i_en,
		input [WIDTH-1:0] i_addr_begin, i_addr_end,
		output [WIDTH-1:0] o_addr,
		output o_overflow);
wire [WIDTH-1:0] addr_begin, addr_end;
wire [WIDTH-1:0] adder;
wire [WIDTH-1:0] counter;
wire [WIDTH-1:0] mux;
wire new_addr;
register #(WIDTH) m_reg_addr_begin(.i_clk(i_clk),
		.i_rst_n(i_rst_n),
		.i_en(o_overflow & i_en),
		.i_D(i_addr_begin),
		.o_Q(addr_begin));
register #(.WIDTH(WIDTH), .RST_DATA(RST_ADDR_END)) m_reg_addr_end(.i_clk(i_clk),
		.i_rst_n(i_rst_n),
		.i_en(o_overflow & i_en),
		.i_D(i_addr_end),
		.o_Q(addr_end));
assign adder = mux + 1'b1;
register #(WIDTH) m_reg_counter(.i_clk(i_clk),
		.i_rst_n(i_rst_n),
		.i_en(i_en),
		.i_D(adder),
		.o_Q(counter));
mux2in1 #(WIDTH) m_mux2in1(.i_s0(new_addr),
		.i_data0(counter),
		.i_data1(addr_begin),
		.o_out(mux));
assign overflow = mux == addr_end;
register #(1) m_reg_mux_s0(.i_clk(i_clk),
		.i_rst_n(i_rst_n),
		.i_en(i_en),
		.i_D(overflow),
		.o_Q(new_addr));
assign o_overflow = overflow;
register #(WIDTH) m_reg_o_addr(.i_clk(i_clk),
		.i_rst_n(i_rst_n),
		.i_en(i_en),
		.i_D(mux),
		.o_Q(o_addr));
endmodule
module control #(parameter CLOCK=2614, WIDTH_MEM=4) (input i_clk, i_rst_n,
		input [10:0] i_command,
		input [WIDTH_MEM-1:0] i_addr_begin,
		input [WIDTH_MEM-1:0] i_addr_end,
		output [WIDTH_MEM-1:0] o_addr,
		output o_enable,
		output o_overflow,
		output o_E);
localparam CLEAR_DISPLAY = 11'b00000000001;
localparam RETURN_HOME = 11'b00000000010;
localparam integer WAIT_TACT = CLOCK * 0.00153;
localparam WIDTH_COUNT = $clog2(WAIT_TACT);
reg [WIDTH_COUNT-1:0] counter;
reg [WIDTH_COUNT-1:0] set_counter = WAIT_TACT;
wire [10:0] command;
wire equal;
wire enable, en_E, en_E2;
assign o_enable = enable;
register #(.WIDTH(11)) m_reg_command(.i_clk(i_clk),
		.i_rst_n(i_rst_n),
		.i_en(enable),
		.i_D(i_command),
		.o_Q(command));
assign en_counter = command == (CLEAR_DISPLAY || RETURN_HOME);
always @(posedge i_clk, negedge i_rst_n)
begin
	if (!i_rst_n)
		counter <= 0;
	else
	begin
		if (en_counter)
			counter <= counter + 1'b1;
	end
end
assign equal = counter == set_counter;
mux2in1 #(1) m_mux2in1 (.i_s0(en_counter),
		.i_data0(1'b1),
		.i_data1(equal),
		.o_out(enable));
address #(.WIDTH(WIDTH_MEM), .RST_ADDR_END(5)) m_address(.i_clk(i_clk),
		.i_rst_n(i_rst_n),
		.i_en(enable),
		.i_addr_begin(i_addr_begin),
		.i_addr_end(i_addr_end),
		.o_overflow(o_overflow),
		.o_addr(o_addr));
register_n #(1) m_reger_n(.i_clk(i_clk),
		.i_rst_n(i_rst_n),
		.i_D(enable),
		.o_Q(en_E));
register_n #(1) m_reger2_n(.i_clk(i_clk),
		.i_rst_n(i_rst_n),
		.i_D(en_E),
		.o_Q(en_E2));
assign o_E = en_E2 & i_clk;
endmodule
module mux2in1 #(parameter WIDTH=8)(input i_s0,
		input [WIDTH-1:0] i_data0, i_data1,
		output reg [WIDTH-1:0] o_out);
always @(*)
begin
	case (i_s0)
		1'b0: o_out = i_data0;
		1'b1: o_out = i_data1;
	endcase
end
endmodule
module register #(parameter WIDTH=8, RST_DATA=0) (input i_clk, i_rst_n, i_en,
		input [WIDTH-1:0] i_D,
		output reg [WIDTH-1:0] o_Q);
always @(posedge i_clk, negedge i_rst_n)
begin
	if (!i_rst_n)
		o_Q <= RST_DATA;
	else begin
		if (i_en)
			o_Q <= i_D;
	end
end
endmodule
module register_n #(parameter WIDTH=8)(input i_clk, i_rst_n,  
		input [WIDTH-1:0] i_D,
		output reg [WIDTH-1:0] o_Q);
always @(negedge i_clk, negedge i_rst_n)
begin
	if (!i_rst_n)
		o_Q <= 0;
	else begin
		if (!i_clk)
			o_Q <= i_D;
	end
end
endmodule
--- ./run.sh ---
#!/bin/bash
# OpenROAD 26Q1-2900-gdf79404cd8, Yosys 0.63+post, stock flow scripts
make -C /OpenROAD-flow-scripts/flow DESIGN_CONFIG=/design/flow/config.mk WORK_HOME=/design/flow/orfs finish
==> impl_metrics.env <==
# implementation run metrics
export IMPL_fp_util_pct=31.01
export IMPL_grt_pass1_wl_microns=4547
export IMPL_hold_depth=0
export IMPL_avgSynthCellArea_sq_um=11.95
export IMPL_worstMarginPinSlew_ns=0.3793
export IMPL_status="complete, but fails checks"
export IMPL_clkTransAtPathRegs_ns=0.05
export IMPL_holdWs_ns=0.3085
export IMPL_io_pins=28
export IMPL_grt_pass1_vias=1031
export IMPL_critPathBufInv=1
export IMPL_critical_path_slowest_cell="dfrtn_1"
export IMPL_power_leakage_nw=0.8226
export IMPL_power_mw=1.824
export IMPL_hpwl_microns=1622
export IMPL_syn_instance_count=113
export IMPL_first_pass_iters=4
export IMPL_synth_distinct_cells=26
export IMPL_antenna_found_initial=0
export IMPL_violations="negative setup slack"
export IMPL_grt_max_degree=21
export IMPL_cts_tree="done"
export IMPL_vias=947
export IMPL_path_max_fanout=1
export IMPL_warnings=30
export IMPL_worst_r2r_endpoint="m_reger_n.o_Q"
export IMPL_critPathArrivalTime_ns=2.42
export IMPL_drcViolationCount=0
export IMPL_final_hold_violation_count=0
export IMPL_rows=24
export IMPL_ys_area_sq_um=1350
export IMPL_fin_skew_ns=0.02404
export IMPL_holdPathEnd="m_reger2_n.o_Q"
export IMPL_grt_total_usage_pct=12.25
export IMPL_r2r_setup_slack_ns=0.21
export IMPL_endpoint_kind="primary output"
export IMPL_min_path_type="reg2reg"
export IMPL_rsz0062_at_grt="yes"
export IMPL_grt_overflow=0
export IMPL_async_reset_ff_share_pct=100.0
export IMPL_relSlewSlack_pct=74.44
export IMPL_critPathRequiredTime_ns=2.32
export IMPL_dr_first_iter_drc_count=50
export IMPL_die_w_microns=69.09
export IMPL_via_per_inst=4.531
export IMPL_cp_top_family="flip-flops"
export IMPL_critPathKind="reg2out"
export IMPL_ys_ff=32
export IMPL_cellPowerDensity_nw_per_um2=953.0
export IMPL_setup_worst_path_start_class="flop"
export IMPL_die_h_microns=69.09
export IMPL_r2r_start="m_reg_command.o_Q[10]"
export IMPL_postCtsHoldBufs=0
export IMPL_synthToLayoutAreaGrowth_pct=41.80
export IMPL_place_congestion=0.7516
export IMPL_edf_count=0
export IMPL_antenna_diode_count=0
export IMPL_die_area_sq_um=4773
export IMPL_hold_start="m_reger_n.o_Q"
export IMPL_port_buffers=27
export IMPL_synth_stat_cells=113
export IMPL_vdd_drop_max_uv=392.3
export IMPL_core_area_sq_um=4354
export IMPL_clk_latency_ns=0.40
export IMPL_synth_seq_share_pct=59.50
export IMPL_drv_slew=0
export IMPL_netlist_area_sq_um=1350
export IMPL_ff2ff_path_depth=4
export IMPL_ys_warn_count=11
export IMPL_path_cells="and2_1, buf_2"
export IMPL_fin_ws_ns=-0.1048
export IMPL_drtAntennaViolNets=0
export IMPL_post_drt_wl_per_cell_microns=11.97
export IMPL_mostFrequentLayoutCells="27 x dfrtp_1, 26 x clkdlybuf4s50_1, 13 x nor2_1, 11 x and2_1"
export IMPL_flop_cell="dfrtp_1"
export IMPL_crit_path_max_incr_delay_ns=0.38
export IMPL_setup_viol=2
export IMPL_drv_cap=0
export IMPL_final_util_pct=43.97
export IMPL_routed_wl_microns=2501
export IMPL_drive_above_1_share_pct=24.84
export IMPL_layout_top_cell="dfrtp_1"
-- state kept, by name, indices dropped and copies added, names as in the netlist --
signal,count
m_address.m_reg_mux_s0.o_Q,1
m_address.m_reg_addr_begin.o_Q,4
m_address.m_reg_o_addr.o_Q,4
m_reg_command.o_Q,11
m_address.m_reg_addr_end.o_Q,4
counter,2
m_address.m_reg_counter.o_Q,4
m_reger2_n.o_Q,1
m_reger_n.o_Q,1
-- power by group --
| group | internal (mW) | switching (mW) | total (mW) |
|---|---|---|---|
| registers | 0.588 | 0.101 | 0.689 |
| clock network | 0.406 | 0.174 | 0.580 |
| logic | 0.328 | 0.228 | 0.556 |
-- cell usage after synthesis, types with 3 or more instances --
cell type | n | area share [%]
a21oi_1 | 6 | 2.2
inv_1 | 3 | 0.83
xnor2_1 | 3 | 1.9
and2_1 | 11 | 5.1
mux2_2 | 9 | 7.5
nor2_1 | 13 | 3.6
nand2_1 | 9 | 2.5
dfrtp_1 | 28 | 52
o21ai_0 | 4 | 1.5
clkbuf_1 | 3 | 0.83
-- kinds of logic after synthesis --
group	after synthesis	synth area share, %
DFF	32	59.50
xor gates and xnor gates	5	3.244
buffers and inverters	7	2.502
muxes	13	11.21
AOI/OAI and AO/OA	11	4.356
adders and majority gates	2	1.853
and+or+nand+nor	43	17.33
-- worst max path at each step --
stage                     startpoint  endpoint  slack (ns)  cells after the start
final                 m_reger2_n.o_Q       o_E       -0.10                      2
after global routing  m_reger2_n.o_Q       o_E       -0.18                      2
after CTS             m_reger2_n.o_Q       o_E       -0.13                      2
-- final cells by class --
type	count	area [sq um]
well taps	52	65.06
multi-input cells	74	525.5
inverters	3	11.26
flip-flops and latches	32	804.5
clock inverters	1	30.03
repair buffers	36	335.3
clock buffers	11	142.6
fillers	390	2440
-- what timing repair did --
item,4_1_cts,5_1_grt
gates resized,6,0
setup endpoints to repair,3,3
setup buffers,3,3
pin swaps,1,1
-- stage by stage --
stage,setup slack (ns),cells,instance area [sq um],setup TNS (ns)
CTS,-0.1269,206,1892,-0.1269
global placement,-0.03436,192,1693,-0.03436
finish,-0.1048,209,1914,-0.1048
global route,-0.1766,209,1914,-0.1766
detailed placement,-0.03804,192,1693,-0.03804
floorplan,-0.02363,113,1370,-0.02363
-- layer usage --
| metal | track usage [%] | part of all wire [%] | wire (microns) |
|---|---|---|---|
| met5 | 0 | 0 | 0 |
| met4 | 2.948 | 1.4 | 36 |
| met3 | 5.786 | 7.6 | 189 |
| met2 | 17.48 | 47 | 1166 |
| met1 | 17.31 | 44 | 1108 |
Power is estimated from default activity; no workload was simulated.
